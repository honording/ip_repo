`./design.v`:
```
`timescale 1ns / 1ps
module vga640x480(
	input wire clk25,			 
	input wire aresetn,			 
	output wire hsync,		 
	output wire vsync,		 
	output reg [3:0] red,	 
	output reg [3:0] green,  
	output reg [3:0] blue,	 
	input wire [15:0] tdata,
    input wire tvalid,
    output reg tready,
    output reg fsync,
    output wire [9:0] hcounter,
    output wire [9:0] vcounter
	);
parameter	hActiveArea		= 640;
parameter	hFrontPorch		= 16;
parameter	hSyncPulse		= 96;
parameter	hBackPorch		= 48;
parameter	vActiveArea		= 480;
parameter	vFrontPorch		= 11;
parameter	vSyncPulse		= 2;
parameter	vBackPorch		= 31;
localparam	hpixels 		= hActiveArea + hFrontPorch + hSyncPulse + hBackPorch;	 
localparam 	hbp 			= hSyncPulse + hBackPorch;								 
localparam	hfp 			= hbp + hActiveArea;									 
localparam	hpulse 			= hSyncPulse;											 
localparam	vlines 			= vActiveArea + vFrontPorch + vSyncPulse + vBackPorch;	 
localparam	vbp 			= vSyncPulse + vBackPorch;								 
localparam	vfp 			= vbp + vActiveArea;									 
localparam	vpulse 			= vSyncPulse;											 
assign hcounter = hc;
assign vcounter = vc;
reg [9:0] hc;
reg [9:0] vc;
always @(posedge clk25)
begin
	if (~aresetn)
	begin
		hc <= 0;
		vc <= 0;
	end
	else
	begin
		if (hc < hpixels - 1)
			hc <= hc + 1;
		else
		begin
			hc <= 0;
			if (vc < vlines - 1)
				vc <= vc + 1;
			else
				vc <= 0;
		end
	end
end
assign hsync = (hc < hpulse) ? 0:1;
assign vsync = (vc < vpulse) ? 0:1;
always @(*)
begin
	if (vc >= vbp && vc < vfp)
	begin
		if (hc >= hbp && hc < hfp)
		begin
		    red 	= tdata[15:12];
			green 	= tdata[10:7];
			blue 	= tdata[4:1];
			tready 	= 1;
		end
		else
		begin
			red 	= 0;
			green 	= 0;
			blue 	= 0;
			tready 	= 0;
		end
	end
	else
	begin
		red 	= 0;
		green 	= 0;
		blue 	= 0;
		tready 	= 0;
	end
end
reg vsync_last;
always@(posedge clk25)
begin
    if(~aresetn) begin
        vsync_last <= 0;
        fsync <= 0;
    end else begin
        vsync_last <= vsync;
        if (~vsync_last & vsync) begin
            fsync <= 1;
        end else begin
            fsync <= 0;
        end
    end
end
endmodule
```
`./run.sh`:
```
#!/bin/bash
# OpenROAD 26Q1-2900-gdf79404cd8, Yosys 0.63+post, stock flow scripts
make -C /OpenROAD-flow-scripts/flow DESIGN_CONFIG=/design/flow/config.mk WORK_HOME=/design/flow/orfs finish
```
`./config.mk`:
```
export PLATFORM = sky130hd
export DESIGN_NAME = vga640x480
export DESIGN_NICKNAME = vga640x480
export VERILOG_FILES = /design/flow/design.v
export SDC_FILE = /design/flow/constraint.sdc
export NUM_CORES = 4
export LEC_CHECK = 1
export CORE_AREA = 10 10 111 111
export DIE_AREA = 0 0 121 121
```
`./constraint.sdc`:
```
current_design vga640x480

set clk_period 2.7
set clk_io_pct 0.2

create_clock -name clk0 -period $clk_period [get_ports {clk25}]

set non_clock_inputs [all_inputs -no_clocks]
set_input_delay [expr $clk_period * $clk_io_pct] -clock clk0 $non_clock_inputs
set_output_delay [expr $clk_period * $clk_io_pct] -clock clk0 [all_outputs]
```
==> deck_impl_summary.md <==
Flow Results at a Glance

Setup path
  • CP arrival: 2.01 ns
  • RR Startpoint: vc[0]$_SDFFE_PN0P_
  • CP max FO: 5
  • Setup crit start kind: flop
  • Endpoint type of the worst setup path: output pin
  • Critical path launch point: vc[0]$_SDFFE_PN0P_
  • Critical path type: reg2out
  • CP required: ~2.2 ns

Floorplanning
  • # rows: 36
  • Die width: approximately 120 um
  • Die span in y: ~120 um
  • Die area: around 15,000 sq um
  • FP Util: about an eighth
  • Core Box Area: 9860 sq um
  • I/O pin count: around 55

Clocking
  • Clock sink total: 22
  • Clock Path Buffers: 2
  • Cts hold-fix bufs: 0
  • Skew-Pair Late Insertion Delay: about 0.26 ns
  • Clk slew on worst S/H paths: around 0.08 ns
  • Cts bufs inserted: 3
  • Clk root buf: clkbuf_8
  • CTS tree: done
  • H-tree lvl count: 1

Global route
  • First-pass GRT wire length: 5860 um
  • Pin count of the biggest net entering global routing: 14
  • GRT Overall Usage: under 10%
  • Initial antenna violation count: 0
  • Grt ovf: 0
  • Vias in the first global route: between 1,000 and 1,500

Final timing
  • Max-slew violations: 0
  • Hold Fails Final Rpt: 0
  • Relative slew slack: 71.9%
  • Setup TNS: 0 ns
  • Tcrit/Tclk final: 94.5%
  • Tmin final: roughly 2.6 ns
  • Slew @ Worst Pin: 0.421 ns
  • # setup viols final: 0
  • Max Clk Rate: 392 MHz
  • Worst Skew: between 0.005 and 0.006 ns
  • Worst hold slack: ~0.38 ns
  • Unrepaired setup endpoints after global routing: no

Drt
  • Routed WL per cell: ~12 um
  • Antenna Nets Post-Route: 0
  • Ant diodes: 0
  • DRT iter0 DRCs: 64
  • DRC: 0
  • Avg Vias per Cell: around 3.6
  • Routed WL: 3870 um
  • TritonRoute pass-1 iters: 4
  • DR vias: about 1,200

Layout
  • P&R area growth vs syn: 71.2%
  • Multi-input gate area: 779 sq um
  • Top cells excl fill/tap: clkdlybuf4s50_1, dfxtp_1, nor2_1
  • Reg area: 452 sq um
  • Fill cells: about 1,100
  • Share of cells above drive strength 1: roughly a fifth
  • Commonest Layout Cell: clkdlybuf4s50_1

Synth
  • Adder Area Share: 5.15%
  • Main logic family after synthesis: simple AND/OR/NAND/NOR gates
  • Async SR Flop Fraction: 0%
  • Synth warn: 1
  • Register share after synthesis: 36.3%
  • Yosys aoi share: between 10% and 20%
  • Ys flops: 22
  • Mapped cell area: approximately 1200 sq um
  • Unique cell types: 39
  • Post-synthesis xor/xnor area fraction: 5.05%
  • Yosys cell count: 140
  • Ys flop type: dfxtp_1
  • MUX area fraction: 0%
  • Number of enable flip-flop cells: 0
  • Yosys stat area: between 1000 and 1500 sq um
  • And+or+nand+nor area frac: 30.6%
  • Cells after Synth: between 100 and 150
  • Post-synthesis average cell area: between 8 and 9 sq um

Min path
  • Worst Hold Launch: vsync_last$_SDFF_PN0_
  • HP Class: reg2reg

Flow run
  • Max Cap Violations: 0
  • Tool Warnings: 34

Power
  • Pwr/cell area: between 300 and 400 nW/um^2
  • Leakage power: between 1 and 1.5 nW
  • Peak VDD IR: approximately 0.16 mV

Placed design
  • GPL Wtd Cong: between 0.8 and 0.9
  • Hpwl dp: 2970 um
  • # port buffers: ~49

Run status
  • Status: finished, final reports clean
## critical path, cell delays in order, from the launching register on
cell             delay (ns)
dfxtp_4                0.36
inv_1                  0.06
ha_1                   0.22
nand2b_1               0.10
o41ai_2                0.07
a211oi_2               0.29
buf_4                  0.20
clkdlybuf4s50_1        0.47
## worst paths after layout
kind / end / slack, ns / cells after the start
max: tready / 0.15 / 7
min reg2reg: fsync$_SDFF_PN0_ / 0.38 / 1
max reg2reg: vc[9]$_SDFFE_PN0P_ / 0.80 / 6
min: fsync$_SDFF_PN0_ / 0.38 / 1
## routing by layer
metal  up-vias  wire [um]  GRT usage [%]
li1        627          -              -
met1       530       1790           6.73
met2        27       1740           7.31
met3         2        328           2.08
met4         0          5         0.0754
met5         -          0              0
## timing repair
item	in CTS	in global routing
buffers inserted	0	6
pin swaps	0	7
endpoints found under the setup margin	12	12
resized	5	30
gates cloned	0	1
## logic make-up (layout without fill, tap and decap cells)
family | Yosys count | count (layout)
buffers and inverters | 11 | 71
AND-OR/OR-AND | 29 | 29
adder cells (fa/ha/maj) | 5 | 5
AND/OR/NAND/NOR | 66 | 66
XOR/XNOR | 7 | 7
flip-flops | 22 | 22
## synth_stat cells (3+ instances only)
cell type,instances,share of area (%)
dfxtp_1,22,36
nor2_1,15,4.6
and2_1,14,7.2
o21ai_0,8,3.3
a22o_1,7,5.0
inv_1,6,1.9
nor2b_1,6,3.1
and3_1,5,2.6
ha_1,5,5.1
nand2_1,5,1.5
nand3_1,4,1.6
nor3_1,4,1.6
xor2_1,4,2.9
and4_1,3,2.2
xnor2_1,3,2.2
## final cells by class
type,instances,area share (%)
multi-input combinational,107,37.5
inverter,6,1.08
clock buffer,3,1.99
tap,133,8.00
sequential,22,21.7
timing repair buffer,62,29.7
## state kept, by name, summed over array words and instances, names as in the netlist
| name | cells |
|---|---|
| vsync_last | 1 |
| vc | 10 |
| hc | 10 |
| fsync | 1 |
## stage by stage
stage	cells	total power (W)	worst slack [ns]	instance area, sq um	util, %
floorplan	140	0.000388	0.748	1210	-
global route	333	0.000674	0.0143	2080	21.1
detailed placement	323	0.000448	0.213	1890	19.1
finish	333	0.000636	0.147	2080	21.1
global placement	323	0.000448	0.214	1890	19.1
CTS	326	0.000648	0.00457	1950	19.8
## power breakdown
group          total [W]  internal (W)  switching (W)
Sequential      0.000358      0.000336      0.0000220
Combinational  0.0000799     0.0000548      0.0000252
Clock           0.000198     0.0000993      0.0000982
Power and IR drop assume default switching activity.
